--- flow/config.mk ---
export PLATFORM = sky130hd
export DESIGN_NAME = write_mesh
export DESIGN_NICKNAME = write_mesh
export VERILOG_FILES = /design/flow/design.v
export SDC_FILE = /design/flow/constraint.sdc
export NUM_CORES = 4
export LEC_CHECK = 1
export CORE_AREA = 10 10 181 181
export DIE_AREA = 0 0 191 191
--- flow/constraint.sdc ---
current_design write_mesh

set clk_period 6.5
set clk_io_pct 0.2

create_clock -name clk0 -period $clk_period

set non_clock_inputs [all_inputs -no_clocks]
set_input_delay [expr $clk_period * $clk_io_pct] -clock clk0 $non_clock_inputs
set_output_delay [expr $clk_period * $clk_io_pct] -clock clk0 [all_outputs]
--- flow/design.v ---
package lc3b_types;
typedef logic [15:0] lc3b_word;
typedef logic  [7:0] lc3b_byte;
typedef logic  [8:0] lc3b_offset9;
typedef logic  [5:0] lc3b_offset6;
typedef logic  [2:0] lc3b_reg;
typedef logic  [2:0] lc3b_nzp;
typedef logic  [1:0] lc3b_mem_wmask;
typedef logic [4:0] lc3b_imm5;
typedef logic [10:0] lc3b_offset11;
typedef logic [3:0] lc3b_imm4;
parameter CONTROL_WIDTH = 35;
typedef enum bit [3:0] {
    op_add  = 4'b0001,
    op_and  = 4'b0101,
    op_br   = 4'b0000,
    op_jmp  = 4'b1100,    
    op_jsr  = 4'b0100,    
    op_ldb  = 4'b0010,
    op_ldi  = 4'b1010,
    op_ldr  = 4'b0110,
    op_lea  = 4'b1110,
    op_not  = 4'b1001,
    op_rti  = 4'b1000,
    op_shf  = 4'b1101,
    op_stb  = 4'b0011,
    op_sti  = 4'b1011,
    op_str  = 4'b0111,
    op_trap = 4'b1111
} lc3b_opcode;
typedef enum bit [3:0] {
    alu_add,
    alu_and,
    alu_not,
    alu_pass,
    alu_sll,
    alu_srl,
    alu_sra,
	 alu_div,
	 alu_mult,
	 alu_sub,
	 alu_xor,
	 alu_or
} lc3b_aluop;
typedef struct packed
{
	logic [2:0] PCmux_sel;
	logic mem1_read;
	logic IfId_load;
	logic sr1mux_sel;
	logic sr2mux_sel;
	logic destmux_sel;
	logic IdEx_load;
	logic [2:0] alumux_sel;
	lc3b_aluop aluop;
	logic ExMem_load;
	logic memAdd2mux_sel;
	logic [1:0] mem_mdrmux_sel;
	logic MemWb_load;
	logic mem2_read;
	logic mem2_write;
	logic [1:0] mem_byte_enable;
	logic adjmux_sel;
	logic cc_load;
	logic [1:0] regFilemux_sel;
	logic regFile_load;
	logic [3:0] opcode;
	logic force_pc_load;
} lc3b_control;
endpackage : lc3b_types
module write_mesh
(
	input [127:0] data_out,
	input [15:0] memory_write,
	input [3:0] offset,
	input [1:0] byte_enable,
	output logic [127:0] meshed_data_in
);
always_comb
	begin
		if(byte_enable == 2'b11)
			begin
				case(offset[3:1])
					3'b000: begin
						meshed_data_in = {data_out[127:16], memory_write};
					end
					3'b001: begin
						meshed_data_in = {data_out[127:32], memory_write, data_out[15:0]};
					end
					3'b010: begin
						meshed_data_in = {data_out[127:48], memory_write, data_out[31:0]};
					end
					3'b011: begin
						meshed_data_in = {data_out[127:64], memory_write, data_out[47:0]};
					end
					3'b100: begin
						meshed_data_in = {data_out[127:80], memory_write, data_out[63:0]};
					end
					3'b101: begin
						meshed_data_in = {data_out[127:96], memory_write, data_out[79:0]};
					end
					3'b110: begin
						meshed_data_in = {data_out[127:112], memory_write, data_out[95:0]};
					end
					3'b111: begin
						meshed_data_in = {memory_write, data_out[111:0]};
					end
				endcase
			end
		else
			begin
				case(offset)
					4'b0000: begin
						meshed_data_in = {data_out[127:8], memory_write[7:0]};
					end
					4'b0001: begin
						meshed_data_in = {data_out[127:16], memory_write[7:0], data_out[7:0]};
					end
					4'b0010: begin
						meshed_data_in = {data_out[127:24], memory_write[7:0], data_out[15:0]};
					end
					4'b0011: begin
						meshed_data_in = {data_out[127:32], memory_write[7:0], data_out[23:0]};
					end
					4'b0100: begin
						meshed_data_in = {data_out[127:40], memory_write[7:0], data_out[31:0]};
					end
					4'b0101: begin
						meshed_data_in = {data_out[127:48], memory_write[7:0], data_out[39:0]};
					end
					4'b0110: begin
						meshed_data_in = {data_out[127:56], memory_write[7:0], data_out[47:0]};
					end
					4'b0111: begin
						meshed_data_in = {data_out[127:64], memory_write[7:0], data_out[55:0]};
					end
					4'b1000: begin
						meshed_data_in = {data_out[127:72], memory_write[7:0], data_out[63:0]};
					end
					4'b1001: begin
						meshed_data_in = {data_out[127:80], memory_write[7:0], data_out[71:0]};
					end
					4'b1010: begin
						meshed_data_in = {data_out[127:88], memory_write[7:0], data_out[79:0]};
					end
					4'b1011: begin
						meshed_data_in = {data_out[127:96], memory_write[7:0], data_out[87:0]};
					end
					4'b1100: begin
						meshed_data_in = {data_out[127:104], memory_write[7:0], data_out[95:0]};
					end
					4'b1101: begin
						meshed_data_in = {data_out[127:112], memory_write[7:0], data_out[103:0]};
					end
					4'b1110: begin
						meshed_data_in = {data_out[127:120], memory_write[7:0], data_out[111:96]};
					end
					4'b1111: begin
						meshed_data_in = {memory_write[7:0], data_out[119:0]};
					end
				endcase
			end
	end
endmodule : write_mesh
--- flow/run.sh ---
#!/bin/bash
# OpenROAD 26Q1-2900-gdf79404cd8, Yosys 0.63+post, stock flow scripts
make -C /OpenROAD-flow-scripts/flow DESIGN_CONFIG=/design/flow/config.mk WORK_HOME=/design/flow/orfs finish
==> results.txt <==
impl run done, here's what came out: routability cong.=0.865, worst-margin pin slew=0.793 ns, Worst path most repeated cell=clkdlybuf4s50_1, Commonest Layout Cell=clkdlybuf4s50_1, sequential fraction of design power=0%, Yosys Warn Count=1, cts hold-fix bufs=0, die height=191 um, Clock power frac=0%, CP Capture Type=primary output, Setup Viol. Count Final=0, port buffer count=278, Clock buffer cells=0, worst rel slew slack=47.1%, Worst path slowest cell=or3b_1, post-synthesis cell count=355, status=finished, final reports clean, total net switching power=0.000164 W, critical path fanouts, max=21, first-pass GRT wire length=32.4 mm, busiest grt layer=met2, DRC errors left=0, CP startpoint=offset[2], WL/cell=23.5 um, flop count=0, RSZ-0062 raised after global routing=no, P per Cell Area=74.0 nW/um2, GR Util met2=20.4%, Final Max Slew Viols=0, P_int=0.000257 W, GRT Util Overall=12.1%, Initial Util=8.72%, GR Overflow Total=0, dpl cells=996, Top Layout Cells=277 x clkdlybuf4s50_1, 40 x a22o_1, 37 x a22oi_1, non-filler cells, final=997, CP endpoint=meshed_data_in[68], initial drt markers=234, Crit path depth=6, Sw Share=38.9%, critical path type=in -> out, I/O pins=278, final antenna-violating net count=0, area leader, netlist=a22o_1, vias per cell=4.31, Arr. time, crit path=4.16 ns, crit path DRT=5.20 ns, CP Launch Type=input pin, VDD IR max=0.0301 mV, setup TNS=0 ns, CP top delay family=buffers and inverters, Routed WL=23.4 mm, grt met3 use=3.13%, TritonRoute pass-1 iters=5, Chip Width=191 um, largest net degree at the start of global routing=38, filler cell count=3170, Synth cell types=56, initial antenna violation count=1, post-DP HPWL=19.3 mm, max_cap viols=0, Critical Path Max Stage Delay=0.86 ns, worst path cell trace=clkdlybuf4s50_1 -> or3b_1 -> nor2_2 -> a32oi_1 -> o21ai_0 -> clkdlybuf4s50_1, via count=4295, # rows=62, OpenROAD warnings=32, Comb power frac=100.0%, hold crit path type=in -> out, Mapped Avg Cell Area=7.07 um2, post-synthesis sequential area ratio=0%, die area=36500 um2, leakage=2.03 nW, top cells by area=a22o_1 14%, o2bb2ai_1 12%, a22oi_1 11%, Syn-to-layout area delta=127%, cell total in the yosys stat output=355, Fin. Hold Viols=0, number of global-route vias before repair=4417, met1 global-route usage=15.6%, register area=0 um2, synthesized area=2510 um2, ratio of cells with drive above 1 in the final layout=5.56%, post-cts sizing count=0, yosys-reported design area after synthesis=2510 um2, Max Clock Freq=0.183 GHz, core area=28800 um2, Area leader share=14.0%, setup bufs post-CTS=0, Crit path buffers/inverters=2, fin crit share=84.0%, Tmin final=5.46 ns
per-layer routing:
metal	wire length [um]	part of all wire [%]	vias up
li1	-	-	2000
met1	9890	42	2061
met4	210	0.90	0
met5	0	0	-
met2	11400	49	222
met3	1900	8.1	12
metrics by stage:
stage          instance area (um2)  hold WS [ns]  util [%]  setup WS [ns]  total power [W]
2_1_floorplan                 2510          2.65         -           2.77         0.000127
3_3_place_gp                  5690          3.53      19.8           1.03         0.000426
3_5_place_dp                  5690          3.52      19.8           1.03         0.000425
4_1_cts                       5690          3.53      19.8           1.03         0.000428
5_1_grt                       5690          3.54      19.8          0.816         0.000455
6_report                      5690          3.52      19.8           1.04         0.000421
how the worst min path moves through the flow:
stage / startpoint / end / slack (ns) / cells past startpoint
final: data_out[73] / meshed_data_in[73] / 3.52 / 3
after global routing: data_out[93] / meshed_data_in[93] / 3.54 / 3
after CTS: data_out[73] / meshed_data_in[73] / 3.53 / 3
synthesized netlist by cell type, drive strengths merged, types with 2 or more instances:
master / count
a221o: 21
o21ai: 22
a21oi: 6
inv: 3
a2bb2oi: 8
a22o: 40
o2bb2ai: 33
clkbuf: 14
a22oi: 37
and3: 3
a31oi: 8
a32oi: 8
o22ai: 9
mux2: 8
nor3b: 2
o211a: 6
nor2: 28
a211o: 2
nor3: 7
buf: 24
nand2: 35
nand3: 7
xnor2: 3
and2: 2
cell families (layout without fill, tap and decap cells):
group | count (synthesis) | count (layout) | share of synthesized area (%)
AND-OR/OR-AND | 210 | 210 | 68.1
other | 0 | 1 | 0
multiplexers | 9 | 9 | 3.99
XOR/XNOR | 3 | 3 | 1.05
buffers and inverters | 41 | 298 | 8.62
AND/OR/NAND/NOR | 92 | 92 | 18.2
power by group through the flow:
stage	Combinational, W	Clock, W	Sequential [W]
CTS	0.000428	0	0
global route	0.000455	0	0
finish	0.000421	0.0000000000207	0
final cells by class:
type                       instances  area [um2]  area share, %
antenna                            1        2.50         0.0440
inverter                           3        11.3          0.198
multi-input combinational        314        2290           40.3
timing repair buffer             295        2910           51.0
tap                              384         480           8.44
Power and IR drop assume default switching activity.
