==> /design/flow/config.mk <==
export PLATFORM = sky130hd
export DESIGN_NAME = arbiter
export DESIGN_NICKNAME = arbiter
export VERILOG_FILES = /design/flow/design.v
export SDC_FILE = /design/flow/constraint.sdc
export NUM_CORES = 4
export LEC_CHECK = 1
export CORE_AREA = 10 10 320 320
export DIE_AREA = 0 0 330 330
==> /design/flow/constraint.sdc <==
current_design arbiter

set clk_period 76.0
set clk_io_pct 0.2

create_clock -name clk0 -period $clk_period

set non_clock_inputs [all_inputs -no_clocks]
set_input_delay [expr $clk_period * $clk_io_pct] -clock clk0 $non_clock_inputs
set_output_delay [expr $clk_period * $clk_io_pct] -clock clk0 [all_outputs]
==> /design/flow/design.v <==
package lc3b_types;
typedef logic [15:0] lc3b_word;
typedef logic  [7:0] lc3b_byte;
typedef logic  [8:0] lc3b_offset9;
typedef logic  [5:0] lc3b_offset6;
typedef logic  [2:0] lc3b_reg;
typedef logic  [2:0] lc3b_nzp;
typedef logic  [1:0] lc3b_mem_wmask;
typedef logic [4:0] lc3b_imm5;
typedef logic [10:0] lc3b_offset11;
typedef logic [3:0] lc3b_imm4;
parameter CONTROL_WIDTH = 35;
typedef enum bit [3:0] {
    op_add  = 4'b0001,
    op_and  = 4'b0101,
    op_br   = 4'b0000,
    op_jmp  = 4'b1100,    
    op_jsr  = 4'b0100,    
    op_ldb  = 4'b0010,
    op_ldi  = 4'b1010,
    op_ldr  = 4'b0110,
    op_lea  = 4'b1110,
    op_not  = 4'b1001,
    op_rti  = 4'b1000,
    op_shf  = 4'b1101,
    op_stb  = 4'b0011,
    op_sti  = 4'b1011,
    op_str  = 4'b0111,
    op_trap = 4'b1111
} lc3b_opcode;
typedef enum bit [3:0] {
    alu_add,
    alu_and,
    alu_not,
    alu_pass,
    alu_sll,
    alu_srl,
    alu_sra,
	 alu_div,
	 alu_mult,
	 alu_sub,
	 alu_xor,
	 alu_or
} lc3b_aluop;
typedef struct packed
{
	logic [2:0] PCmux_sel;
	logic mem1_read;
	logic IfId_load;
	logic sr1mux_sel;
	logic sr2mux_sel;
	logic destmux_sel;
	logic IdEx_load;
	logic [2:0] alumux_sel;
	lc3b_aluop aluop;
	logic ExMem_load;
	logic memAdd2mux_sel;
	logic [1:0] mem_mdrmux_sel;
	logic MemWb_load;
	logic mem2_read;
	logic mem2_write;
	logic [1:0] mem_byte_enable;
	logic adjmux_sel;
	logic cc_load;
	logic [1:0] regFilemux_sel;
	logic regFile_load;
	logic [3:0] opcode;
	logic force_pc_load;
} lc3b_control;
endpackage : lc3b_types
module arbiter
(
		input instr_read, instr_write,
		input [15:0] instr_addr,
		input [127:0] instr_wdata,
		output logic [127:0] instr_rdata,
		output logic instr_resp,
		input data_read, data_write,
		input [15:0] data_addr,
		input [127:0] data_wdata,
		output logic [127:0] data_rdata,
		output logic data_resp,
		output logic L2_read, L2_write,
		output logic [15:0] L2_addr,
		output logic [127:0] L2_wdata,
		input [127:0] L2_rdata,
		input L2_resp		
);
always_comb
	begin
		if((instr_read||instr_write)&&(!(data_read||data_write)))		 
			begin
				L2_read = instr_read;
				L2_write = instr_write;
				L2_addr = instr_addr;
				L2_wdata = instr_wdata;
				instr_rdata = L2_rdata;
				instr_resp = L2_resp;
				data_rdata = 128'b1;				 
				data_resp = 1'b0;
			end
		else
			begin
				L2_read = data_read;
				L2_write = data_write;
				L2_addr = data_addr;
				L2_wdata = data_wdata;
				data_rdata = L2_rdata;
				data_resp = L2_resp;
				instr_rdata = 128'b1;			 
				instr_resp = 1'b0;
			end
	end
endmodule : arbiter
==> /design/flow/run.sh <==
#!/bin/bash
# OpenROAD 26Q1-2900-gdf79404cd8, Yosys 0.63+post, stock flow scripts
make -C /OpenROAD-flow-scripts/flow DESIGN_CONFIG=/design/flow/config.mk WORK_HOME=/design/flow/orfs finish
==> results_slide.txt <==
Implementation Results

Power and ir drop
  • PwrDens: 5.823 nW/um^2
  • Leak: between 5 and 6 nW
  • Worst VDD drop: ~0.0024 mV

STA
  • Slew HR: between 30 and 40%
  • Count of final max-slew check failures: 0
  • F_max: about 29 MHz
  • Hold violation total from the final report: 0
  • RSZ-0062 raised after global routing: false
  • Final period util: between 40% and 50%
  • Slew of the pin with the lowest slew margin: just under 1 ns
  • Final Critical Period: 34.00 ns
  • # setup viols final: 0
  • Fin Setup TNS: 0 ns
  • Final worst slack: ~42 ns

Global routing
  • Initial antenna violation count: 30
  • Total track usage: between 10% and 20%
  • Global-route wire length before repair: 89,150 um
  • Vias in the first global route: 7,068
  • Grt ovf: 0
  • Largest net degree at the start of global routing: a little under 100

Critical path
  • CP Max Fanout: about 96
  • CP Capture Type: output port
  • Crit start category: primary input
  • Crit path arrival time: 18.80 ns
  • Setup CP Type: in2out
  • Crit path DRT: ~61 ns

Finish
  • Area growth syn-to-layout: 226.4%
  • Layout cells sized above 1: 12.27%
  • Most numerous logic cell after layout: clkdlybuf4s50_1
  • Layout clock buffer count: 0
  • Fillers: 10,820
  • Flops: 0
  • Register area: 0 um^2
  • Dominant logic cell types in the final layout: clkdlybuf4s50_1 (825), and2_1 (256), mux2_4 (141), buf_4 (4), mux2_2 (3)

Yosys
  • Cells after Synth: roughly 450
  • Top cells by area: mux2_4 (50%), and2_1 (38%), buf_12 (4.3%)
  • Syn_area_per_cell: 9.291 um^2
  • Adder share: 0%
  • Max-area cell share: between 50% and 60%
  • Synth area leader: mux2_4
  • Xor/xnor share: 0%
  • Yosys warning count: 1
  • Top logic family: multiplexers
  • Yosys stat area: roughly 4200 um^2
  • Synth mux share: approximately half
  • Simple-Gate Area Share: between 30% and 40%
  • Number of cells in Yosys stat: 453
  • Synth Seq Share: 0%
  • Aoi share: less than 1%
  • Post-Syn Area: around 4200 um^2
  • Unique cell types: 16

Place
  • Port Buffers: between 800 and 900
  • Routability cong.: 0.9982
  • Pre-CTS setup slack: around 42 ns
  • Hpwl dp: 72,080 um

Drt
  • Top sig layer: met5
  • Met2 WL: around 33,000 um
  • Vias per cell: between 2 and 3
  • Vias: about 6,700
  • Initial drt markers: 214
  • Drt pass-1 iters: 5
  • Routed metal-1 wire length: 33,230 um
  • Post-route antenna net violation count: 0
  • WL final: approximately 76,000 um
  • DRC: 0
  • Wire length on met3: around 9400 um
  • Routed len/inst: roughly 30 um

Job
  • Max Cap Viol: 0
  • OpenROAD warning count: 32

Clocking
  • Hold buffer count at CTS: 0
  • Post-CTS Setup Inserts: 0
  • Post-CTS Resized: 0

Floorplanning
  • Chip area: roughly 110,000 um^2
  • CORE AREA: approximately 95,000 um^2
  • Cell row count: ~110
  • Die width: 330 um
  • Die Ht: approximately 330 um
  • Ports: a little over 800
  • Core Util at FP: approximately 4.4%

Hold path
  • Worst Hold Class: in2out
  • Hold path depth: 3

Status
  • Run status: complete, no violations
-- critical path: stages --
cell and delay (ns):
clkdlybuf4s50_1 0.51, o21ai_4 0.67, buf_12 0.53, buf_4 0.80, mux2_4 0.36, clkdlybuf4s50_1 0.43
-- report_power, final --
part | internal (mW) | switching, mW | leakage (nW)
Sequential | 0 | 0 | 0
Combinational | 0.0527 | 0.0273 | 5.20
Clock | 0.00000000645 | 0 | 0.0000634
Total | 0.0527 | 0.0273 | 5.20
-- layout make-up --
cell class | count | area (um^2) | area share [%]
antenna | 10 | 25.02 | 0.1821
inverter | 2 | 7.507 | 0.05464
multi-input combinational | 407 | 3815 | 27.77
tap | 1265 | 1583 | 11.52
timing repair buffer | 830 | 8308 | 60.47
-- logic make-up (layout without fill, tap and decap cells) --
group,Yosys count,after routing
and+or+nand+nor,259,259
other,0,10
AOI/OAI and AO/OA,4,4
muxes,144,144
buffers and inverters,46,832
-- synth_stat cells --
| cell | n |
|---|---|
| o21ai_2 | 1 |
| mux2_4 | 141 |
| o21a_1 | 1 |
| clkbuf_1 | 6 |
| nand2b_1 | 2 |
| buf_2 | 2 |
| nor2_2 | 1 |
| buf_6 | 7 |
| a21o_1 | 1 |
| buf_12 | 9 |
| clkbuf_2 | 19 |
| and2_1 | 256 |
| buf_8 | 1 |
| o21ai_0 | 1 |
| mux2_2 | 3 |
| inv_1 | 2 |
-- final timing paths --
kind | startpoint | end | slack, ns
max | instr_write | L2_wdata[104] | 42.00
min | L2_rdata[67] | data_rdata[67] | 31.34
-- per-stage QoR --
step | cells | instance area, um^2 | total power, mW | hold slack [ns] | utilization, %
3_3_place_gp | 2504 | 13710 | 0.08213 | 31.34 | 14.41
5_1_grt | 2505 | 13720 | 0.08492 | 31.36 | 14.41
3_5_place_dp | 2504 | 13710 | 0.08181 | 31.34 | 14.41
2_1_floorplan | 453 | 4209 | 0.01691 | 30.43 | -
6_report | 2514 | 13740 | 0.08000 | 31.34 | 14.44
4_1_cts | 2504 | 13710 | 0.08229 | 31.34 | 14.41
-- metal layers --
| metal | GRT usage [%] | vias to the layer above |
|---|---|---|
| li1 | - | 3062 |
| met1 | 18.25 | 3081 |
| met2 | 19.88 | 523 |
| met3 | 5.025 | 22 |
| met4 | 0.2048 | 10 |
| met5 | 0 | - |
Power is estimated from default activity; no workload was simulated.
