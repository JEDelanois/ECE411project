<file path="design/flow/design.v">
package lc3b_types;
typedef logic [15:0] lc3b_word;
typedef logic  [7:0] lc3b_byte;
typedef logic  [8:0] lc3b_offset9;
typedef logic  [5:0] lc3b_offset6;
typedef logic  [2:0] lc3b_reg;
typedef logic  [2:0] lc3b_nzp;
typedef logic  [1:0] lc3b_mem_wmask;
typedef logic [4:0] lc3b_imm5;
typedef logic [10:0] lc3b_offset11;
typedef logic [3:0] lc3b_imm4;
parameter CONTROL_WIDTH = 35;
typedef enum bit [3:0] {
    op_add  = 4'b0001,
    op_and  = 4'b0101,
    op_br   = 4'b0000,
    op_jmp  = 4'b1100,    
    op_jsr  = 4'b0100,    
    op_ldb  = 4'b0010,
    op_ldi  = 4'b1010,
    op_ldr  = 4'b0110,
    op_lea  = 4'b1110,
    op_not  = 4'b1001,
    op_rti  = 4'b1000,
    op_shf  = 4'b1101,
    op_stb  = 4'b0011,
    op_sti  = 4'b1011,
    op_str  = 4'b0111,
    op_trap = 4'b1111
} lc3b_opcode;
typedef enum bit [3:0] {
    alu_add,
    alu_and,
    alu_not,
    alu_pass,
    alu_sll,
    alu_srl,
    alu_sra,
	 alu_div,
	 alu_mult,
	 alu_sub,
	 alu_xor,
	 alu_or
} lc3b_aluop;
typedef struct packed
{
	logic [2:0] PCmux_sel;
	logic mem1_read;
	logic IfId_load;
	logic sr1mux_sel;
	logic sr2mux_sel;
	logic destmux_sel;
	logic IdEx_load;
	logic [2:0] alumux_sel;
	lc3b_aluop aluop;
	logic ExMem_load;
	logic memAdd2mux_sel;
	logic [1:0] mem_mdrmux_sel;
	logic MemWb_load;
	logic mem2_read;
	logic mem2_write;
	logic [1:0] mem_byte_enable;
	logic adjmux_sel;
	logic cc_load;
	logic [1:0] regFilemux_sel;
	logic regFile_load;
	logic [3:0] opcode;
	logic force_pc_load;
} lc3b_control;
endpackage : lc3b_types
module L1_cache_way
(
		input clk, dirty_in,
		input [2:0] index,
		input [3:0] array_write,
		input [8:0] tag_in,
		input [127:0] data_in,
		output valid_out, dirty_out,
		output [8:0] tag_out,
		output [127:0] data_out		
);
array #(128) data
(
	.clk,
	.write(array_write[0]),
	.index,
	.in(data_in),
	.out(data_out)
);
array #(9) tag
(
	.clk,
	.write(array_write[1]),
	.index,
	.in(tag_in),
	.out(tag_out)
);
array valid
(
	.clk,
	.write(array_write[2]),
	.index,
	.in(1'b1),
	.out(valid_out)
);
array dirty
(
	.clk,
	.write(array_write[3]),
	.index,
	.in(dirty_in),
	.out(dirty_out)
);
endmodule : L1_cache_way
module array #(parameter width = 1)
(
	input clk,
	input write,
	input [2:0] index,
	input [width-1:0] in,
	output logic [width-1:0] out
);
logic [width-1:0] data [7:0] ;
initial
	begin
		for (int i = 0; i < $size(data); i++)
		begin
			data[i] = 1'b0;
		end
	end
always_ff @(posedge clk)
	begin
		if(write == 1)
			begin
				data[index] = in;
			end
	end
assign out = data[index];
endmodule : array
</file>
<file path="design/flow/run.sh">
#!/bin/bash
# OpenROAD 26Q1-2900-gdf79404cd8, Yosys 0.63+post, stock flow scripts
make -C /OpenROAD-flow-scripts/flow DESIGN_CONFIG=/design/flow/config.mk WORK_HOME=/design/flow/orfs finish
</file>
<file path="design/flow/config.mk">
export PLATFORM = sky130hd
export DESIGN_NAME = L1_cache_way
export DESIGN_NICKNAME = L1_cache_way
export VERILOG_FILES = /design/flow/design.v
export SDC_FILE = /design/flow/constraint.sdc
export NUM_CORES = 4
export LEC_CHECK = 1
export CORE_UTILIZATION = 40
</file>
<file path="design/flow/constraint.sdc">
current_design L1_cache_way

set clk_period 23.6
set clk_io_pct 0.2

create_clock -name clk0 -period $clk_period [get_ports {clk}]

set non_clock_inputs [all_inputs -no_clocks]
set_input_delay [expr $clk_period * $clk_io_pct] -clock clk0 $non_clock_inputs
set_output_delay [expr $clk_period * $clk_io_pct] -clock clk0 [all_outputs]
</file>
==> impl_metrics.tcl <==
# metrics dict for downstream scripts
set metrics [dict create \
    status "finished clean" \
    async_reset_ff_share_pct 0 \
    wl_mm 86.3 \
    detail_route.iter0.violations 1034 \
    power_frac_seq_pct 52.4 \
    gr-usage-all-layers_pct 18.0 \
    warnings 26 \
    ant_nets 0 \
    antenna_found_initial 27 \
    gp_congestion 0.766 \
    finalCriticalPeriod_ns 13.95 \
    coreArea_mm2 0.105 \
    ir_drop_mv 0.0609 \
    flop_cell "edfxtp_1" \
    period_used_pct 59.1 \
    critPathMostFrequentCell "buf_4" \
    grt_max_degree 84 \
    avgSynthCellArea_um2 25.5 \
    synth_stat.cells 1664 \
    crit_path_max_fanout 45 \
    hold_buffers 0 \
    cp_data_required_time_ns 18.88 \
    netlist-cell-type-count 25 \
    crit_buf_inv 6 \
    yosys_area_mm2 0.0424 \
    io_pins 285 \
    hold_viol 0 \
    path_delay_family "buffers and inverters" \
    postSynthSeqShare_pct 78.5 \
    edf_count 1104 \
    xor_share_pct 0 \
    final.setup.tns_ns 0 \
    slew_violations 0 \
    yosys.area_share.simple_pct 0.410 \
    crit_slowest_cell "buf_4" \
    fp_util_pct 40.3 \
    grt_pass1_wl_mm 128 \
    drive_above_1_share_pct 24.2 \
    hold_path.class "reg -> reg" \
    wire_per_inst_um 24.5 \
    htree_levels 3 \
    grt_pass1_vias 20400 \
    setup.worst_path.end_class "output port" \
    ys_warn_count 3 \
    drc_errors 0 \
    clock_latency_ns 0.66 \
    post_cts_buffers 0 \
    synthAdderAreaFrac_pct 0 \
    timing.hold.ws_ns 0.433 \
    ctsRootBufferMaster "clkbuf_16" \
    worst_slew_pin_slew_ns 0.775 \
    p_clk_share_pct 41.5 \
    cts_tree "done" \
    rows 119 \
    p_int_w 0.00345 \
    cts_buffers 112 \
    syn_area_mm2 0.0424 \
    swShare_pct 19.6 \
    routed_via_density 5.30 \
    ys_sh_aoi_pct 0.192 \
    fin_util_pct 48.2 \
    combPwrFrac_pct 6.1 \
    topCombFamilyByArea "multiplexers" \
    drt_first_pass_iters 4 \
    worst_setup_path_start_kind "primary input" \
    ctsResizeCount 0 \
    max_stage_delay_ns 0.70 \
    io_buffers 284 \
    criticalPathCategory "in -> out" \
    worstPathCellList "buf_8 > buf_4 > buf_4 > buf_4 > buf_4 > mux4_1 > mux2_2 > clkdlybuf4s50_1" \
    num_vias 18600 \
    nFillCells 8224 \
    clock_skew_ns 0 \
    layoutNonFillerInstCount 3520 \
    place_inst 3309 \
    p_leak_nw 16.3 \
    clockBufferDepth 3 \
    rsz0062_at_grt "false" \
    cts_sinks 1112 \
    area_delta_synth_final_pct 19.5 \
    synth_cells 1664 \
    dp_hpwl_mm 46.6 \
    die_area_mm2 0.107 \
    fmax_mhz 71.7 \
    slew_headroom_pct 48.4 \
    setup_viol 0 \
    fp.dieH_um 328 \
    mux_area_share_pct 19.5 \
    overflow 0 \
    critical_path_arrival_ns 9.23 \
    clk_pin_slew_ns 0.06 \
    die_w_um 328 \
    numSynthFlops 1112 \
    p_per_area_mw_per_mm2 84.7 \
    p_switching_w 0.000841 \
    maxCapViolCount 0 \
]
[metal layers]
metal	track usage [%]	routed length, um	vias up
li1	-	-	8018
met1	23.5	29900	9291
met2	25.5	39900	1121
met3	14.0	14400	169
met4	2.99	1810	46
met5	1.02	345	-
[registers in the layout, summed over array words and instances (netlist names)]
name,flops
data.data,1024
dirty.data,8
tag.data,72
valid.data,8
[layout make-up]
type                            instances  area [um2]  share of cell area [%]
Timing Repair Buffer                  336        3270                    6.45
Sequential cell                      1112       33300                    65.7
Clock buffer                          137        2950                    5.82
Clock inverter                         71         801                    1.58
Inverter                                2        7.51                  0.0148
Multi-Input combinational cell        468        8600                    17.0
Antenna cell                            3        7.51                  0.0148
Tap cell                             1391        1740                    3.43
[per-stage QoR]
step	instance area [um2]	power [W]	worst slack (ns)
finish	50700	0.00430	9.65
global route	50700	0.00444	9.23
CTS	50700	0.00435	9.48
detailed placement	46900	0.00256	9.46
global placement	46900	0.00255	9.51
floorplan	42400	0.00242	12.17
[cell usage in the layout (no fill, tap or decap), types with 2 or more instances in the layout]
master and count:
diode_2 3, inv_1 2, clkinv_2 18, bufinv_16 17, clkinv_1 22, buf_12 2, nand2_1 7, o21bai_1 4
dfxtp_1 8, clkdlybuf4s50_1 281, a21o_1 2, nand2b_1 4, mux4_2 146, clkbuf_1 22, mux4_1 130, edfxtp_1 1104
buf_8 2, clkinvlp_4 10, inv_6 3, clkbuf_16 114, nor2_4 8, mux2_2 138, mux2i_1 3, buf_4 50
a31o_2 2, nor2_1 17
[power by group through the flow]
stage	clock network, W	registers [W]	logic, W
CTS	0.00183	0.00225	0.000269
global route	0.00190	0.00226	0.000286
finish	0.00178	0.00225	0.000262
[final timing paths]
path	start	end	slack, ns	cells past startpoint
hold reg to reg	valid.data[1]	valid.data[1]	0.43	1
setup / recovery	index[0]	data_out[68]	9.65	8
setup reg to reg	valid.data[5]	valid.data[5]	22.98	1
hold / removal	valid.data[1]	valid.data[1]	0.43	1
[logic make-up after synthesis]
| logic type | count (synthesis) |
|---|---|
| buffers and inverters | 84 |
| and+or+nand+nor | 40 |
| DFF | 1112 |
| muxes | 417 |
| AOI/OAI and AO/OA | 11 |
[synth_stat cells, types with 2 or more instances]
cell type	count	area share, %
edfxtp_1	1104	78
mux4_2	146	7.8
mux2_2	138	3.7
mux4_1	130	8.1
clkbuf_1	27	0.24
buf_6	26	0.69
nor2_1	25	0.22
buf_2	18	0.21
buf_1	8	0.071
dfxtp_1	8	0.38
nand2_1	7	0.062
nand2b_1	4	0.059
o21bai_1	4	0.071
buf_8	3	0.11
mux2i_1	3	0.071
a21o_1	2	0.035
a31o_2	2	0.041
inv_1	2	0.018
Power is estimated from default activity; no workload was simulated.
